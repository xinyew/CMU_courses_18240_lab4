==> ./design.v <==
`default_nettype none
module BusDriver
 #(parameter WIDTH = 8)
  (input  logic en,
   input  logic [WIDTH-1:0] data,
   output logic [WIDTH-1:0] buff,
   inout  tri   [WIDTH-1:0] bus
   );
   assign bus = (en) ? data : 'bz;
   assign buff = bus;
endmodule : BusDriver
module Memory
 #(parameter DW = 16,
             W  = 256,
             AW = $clog2(W))
  (input  logic re, we, clock,
   input  logic [AW-1:0] addr,
   inout  tri   [DW-1:0] data);
  logic [DW-1:0] M[W];
  logic [DW-1:0] rData;
  assign data = (re) ? rData : 'bz;
  always_ff @(posedge clock)
    if (we)
      M[addr] <= data;
  always_comb
    rData = M[addr];
endmodule : Memory
==> ./run.sh <==
#!/bin/bash
# OpenROAD 26Q1-2900-gdf79404cd8, Yosys 0.63+post, stock flow scripts
make -C /OpenROAD-flow-scripts/flow DESIGN_CONFIG=/design/flow/config.mk WORK_HOME=/design/flow/orfs finish
==> ./config.mk <==
export PLATFORM = sky130hd
export DESIGN_NAME = Memory
export DESIGN_NICKNAME = Memory
export VERILOG_FILES = /design/flow/design.v
export SDC_FILE = /design/flow/constraint.sdc
export NUM_CORES = 4
export LEC_CHECK = 1
export CORE_UTILIZATION = 30
==> ./constraint.sdc <==
current_design Memory

set clk_period 27.1
set clk_io_pct 0.2

create_clock -name clk0 -period $clk_period [get_ports {clock}]

set non_clock_inputs [all_inputs -no_clocks]
set_input_delay [expr $clk_period * $clk_io_pct] -clock clk0 $non_clock_inputs
set_output_delay [expr $clk_period * $clk_io_pct] -clock clk0 [all_outputs]
==> results.cfg <==
; flow metrics
[clock_network]
cts_made_buffers = 400
cts_root_buffer = clkbuf_16
clock_sinks = 4096
h-tree-depth = 5
post_cts_buffers = 0
ctsResizeCount = 0
cts_hold_buffers = 0
cts_buffer_depth = 4

[run_status]
status = did not finish
haltStage = clock tree synthesis (4_1_cts)
first-error = [error] [KeplerFormal.cpp:679] Workflow failed: Iso has multiple drivers: .data0, place820.X0

[placed_design]
hpwl_um = 227000
portBuffers = 9
gp_congestion = 0.846

[logic_synthesis]
ys_types = 21
synthesis.instances = 6711
syn_avg_cell_area_um2 = 23.1
adder_share_pct = 0
yosys_area_mm2 = 0.155
ys_seq_share_pct = 79.3
ys_cells = 6711
yosysWarnings = 3
simple_gate_area_share_pct = 0.909
muxShareOfSynthArea_pct = 14.9
synth.logic.top_family = multiplexers
ys_ff = 4096
netlist_area_mm2 = 0.155
ys_sh_aoi_pct = 3.67
synthXorXnorAreaFrac_pct = 0

[floorplan]
num_rows = 263
fp_util_pct = 30.2
die_w_um = 721
ios = 27
die_y_um = 721
[stage by stage]
stage,cell area [um^2],cells,setup slack (ns),hold WS [ns]
after floorplan,155000,6711,10.60,4.64
after global placement,166000,13700,10.15,1.33
after detailed placement,166000,13700,10.09,1.35
[synth_stat cells, drive strengths merged]
cell    number  area share (%)
nand4       16           0.065
nand2b       6           0.024
buf        171            0.63
a21oi      256            0.83
nand2       28           0.068
clkbuf     249            0.60
nor2b        7           0.028
or2          2          0.0081
o41ai       64            0.36
nor2       232            0.56
mux4      1024              15
inv          1          0.0024
edfxtp    4096              79
a22oi      512             2.5
nor3        30           0.097
and2         3           0.012
nand3       13           0.042
or3          1          0.0040
[cells by family after synthesis]
logic type | after synthesis
DFF | 4096
muxes | 1024
AOI/OAI and AO/OA | 832
buffers and inverters | 421
and+or+nand+nor | 338
