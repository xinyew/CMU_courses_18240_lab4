===== flow/design.v =====
`default_nettype none
module chipInterface(
    input logic CLOCK_50,
    input logic [17:0] SW,
    input logic UART_RXD,
    input logic[3:0] KEY,
    output logic [6:0] HEX7, HEX6, HEX5, HEX4, HEX3, HEX2, HEX1, HEX0
    );
    logic [511:0] m;  
    logic [511:0] mm;  
    logic [31:0] selected;
    logic reset;
    assign reset = ~KEY[0];
    logic isNew;
    task2 R (.clock(CLOCK_50),
              .reset(reset),
              .serialIn(UART_RXD),
              .messageBytes(mm),
              .isNew(isNew));
    select s (.bits(mm),
              .addr({SW[7:0]}),
              .out(selected));
    logic [7:0] blank;
    assign blank = 8'd0;
    SevenSegmentDisplay s1 (.BCX0(selected[31:28]), .blank(blank), .HEX0(HEX7));
    SevenSegmentDisplay s2 (.BCX0(selected[27:24]), .blank(blank), .HEX0(HEX6));
    SevenSegmentDisplay s3 (.BCX0(selected[23:20]), .blank(blank), .HEX0(HEX5));
    SevenSegmentDisplay s4 (.BCX0(selected[19:16]), .blank(blank), .HEX0(HEX4));
    SevenSegmentDisplay s5 (.BCX0(selected[15:12]), .blank(blank), .HEX0(HEX3));
    SevenSegmentDisplay s6 (.BCX0(selected[11:8]), .blank(blank), .HEX0(HEX2));
    SevenSegmentDisplay s7 (.BCX0(selected[7:4]), .blank(blank), .HEX0(HEX1));
    SevenSegmentDisplay s8 (.BCX0(selected[3:0]), .blank(blank), .HEX0(HEX0));
endmodule : chipInterface
module select
 (input logic [511:0] bits,
  input logic [7:0] addr,
  output logic [31:0] out);
  logic [511:0] tmp;
  assign tmp = bits >> (addr * 32);
  assign out = tmp[31:0];
endmodule : select
module SevenSegmentDisplay
  (input  logic [3:0] BCX0,
   input  logic [7:0] blank,
   output logic [6:0] HEX0);
  always_comb begin
    HEX0 = 7'b0000000;
    if (~blank[0])
      case (BCX0)
        4'h0: HEX0 = 7'b0111111;
        4'h1: HEX0 = 7'b0000110;
        4'h2: HEX0 = 7'b1011011;
        4'h3: HEX0 = 7'b1001111;
        4'h4: HEX0 = 7'b1100110;
        4'h5: HEX0 = 7'b1101101;
        4'h6: HEX0 = 7'b1111101;
        4'h7: HEX0 = 7'b0000111;
        4'h8: HEX0 = 7'b1111111;
        4'h9: HEX0 = 7'b1100111;
        4'ha: HEX0 = 7'b1110111;
        4'hb: HEX0 = 7'b1111100;
        4'hc: HEX0 = 7'b0111001;
        4'hd: HEX0 = 7'b1011110;
        4'he: HEX0 = 7'b1111001;
        4'hf: HEX0 = 7'b1110001;
        default: HEX0 = 7'b0000000;
      endcase
    HEX0 = ~HEX0;
  end
endmodule : SevenSegmentDisplay

===== flow/run.sh =====
#!/bin/bash
# OpenROAD 26Q1-2900-gdf79404cd8, Yosys 0.63+post, stock flow scripts
make -C /OpenROAD-flow-scripts/flow DESIGN_CONFIG=/design/flow/config.mk WORK_HOME=/design/flow/orfs finish

===== flow/config.mk =====
export PLATFORM = sky130hd
export DESIGN_NAME = select
export DESIGN_NICKNAME = select
export VERILOG_FILES = /design/flow/design.v
export SDC_FILE = /design/flow/constraint.sdc
export NUM_CORES = 4
export LEC_CHECK = 1
export CORE_AREA = 10 10 217 217
export DIE_AREA = 0 0 227 227

===== flow/constraint.sdc =====
current_design select

set clk_period 4.6
set clk_io_pct 0.2

create_clock -name clk0 -period $clk_period

set non_clock_inputs [all_inputs -no_clocks]
set_input_delay [expr $clk_period * $clk_io_pct] -clock clk0 $non_clock_inputs
set_output_delay [expr $clk_period * $clk_io_pct] -clock clk0 [all_outputs]

==> reports/results.ini <==
[floorplan]
die.size.y_um = 227
fp-utilization_pct = 9.78
die_w_um = 227
dieArea_sq_um = 51500
core-area_sq_um = 42100
ios = 552
fp-row-count = 75

[drt]
wire_per_inst_um = 24.9
drc = 0
drtPass1Iterations = 6
postRouteAntennaNets = 0
drtIter0Drc = 265
insertedDiodeCount = 0
vias_per_cell = 4.21
wirelength_um = 35800
num_vias = 6042

[synthesis]
synthTopLogicFamily = multiplexers
synthCells = 377
syn_area_per_cell_sq_um = 10.9
ys_chip_area_sq_um = 4120
aoi_share_pct = 17.2
ys_types = 19
mux_share_pct = 68.6
synthTopCellsByArea = mux4_2 53%, mux2i_1 15%, a22oi_1 11%, o211ai_1 5.6%, nand3_1 4.7%
yosys_cells = 377
synth_area_sq_um = 4120
xor_share_pct = 0
synth_top_area_share_pct = 53.0
ys_sh_simple_pct = 7.74
synthAdderAreaFrac_pct = 0
yosys_warnings = 0
yosysSeqAreaShare_pct = 0
yosysTopAreaCell = mux4_2

[timing]
setup_viol = 0
period_used_pct = 92.2
finalHoldViolations = 0
rsz0062_at_grt = no
finalSetupTns_ns = 0
clock.fmax_mhz = 236
finalCriticalPeriod_ns = 4.24
worst_pin_slew_ns = 0.659
slew_headroom_pct = 56.0
slew_viol_final = 0

[placed_design]
io_buffers = 552
gp_congestion = 0.932
place_hpwl_um = 31300

[global_routing]
grt_max_degree = 51
grt_remaining_overflow = 0
first_global_vias = 6882
grt_use_total_pct = 13.2
grt_pass1_wl_um = 48400
antenna_found_initial = 3

[worst_setup_path]
worstPathArrival_ns = 3.32
cp_slowest_cell = clkdlybuf4s50_1
worst_setup_path_end_kind = output port
path_delay_family = buffers and inverters
path_cells = clkdlybuf4s50_1 > nor4_1 > nor2b_4 > buf_4 > a22oi_1 > o211ai_1 > clkdlybuf4s50_1
slowest_delay_ns = 0.53
start_kind = input pin
crit_required_ns = 3.68
critical_path_class = input pin to output port
path_buffers = 3
crit_top_cell = clkdlybuf4s50_1
path_max_fanout = 22

[cells_and_area]
drive_above_1_share_pct = 14.4
seq_cells = 0
area_growth_pct = 152
flop_area_sq_um = 0
clkbuf_count = 0

[clock_network]
cts_resized = 0
post-cts-setup-buffer-count = 0
holdBufCountCts = 0

[worst_hold_path]
hp-class = input pin to output port

[job]
drv_cap = 0
warnings = 32

[power_and_ir_drop]
leakagePower_nw = 3.46
total_power_uw = 845
ir_worst_vdd_mv = 0.0636
powerDensity_nw_per_um2 = 81.5

[status]
status = finished clean

area by class of cell:
cell class | instances | area, sq um
Fill cell | 4428 | 31800
Timing Repair Buffer | 574 | 5810
Multi-Input combinational cell | 323 | 3880
Tap cell | 539 | 674
metal layers:
layer / vias up / share of wire [%] / track usage, %
met5: - / 0.064 / 0
met4: 4 / 2.3 / 2.62
met1: 2877 / 36 / 15.1
met3: 37 / 13 / 5.82
met2: 418 / 49 / 22.6
li1: 2706 / - / -
placed cells by master, fill, tap and decap left out:
cell type | Yosys | final
and3b_2 | 0 | 1
a22o_1 | 1 | 1
mux2i_1 | 62 | 62
a22oi_1 | 62 | 62
nor2_4 | 0 | 1
buf_4 | 9 | 13
buf_2 | 15 | 1
nor2b_4 | 0 | 2
mux4_2 | 97 | 97
nand3_1 | 39 | 39
buf_8 | 0 | 1
buf_12 | 0 | 10
clkdlybuf4s50_1 | 0 | 549
and2_4 | 0 | 1
nand2_1 | 23 | 23
nor4_1 | 1 | 1
mux2_2 | 2 | 2
o211ai_1 | 31 | 31
logic make-up (layout without fill, tap and decap cells):
group	after synthesis	count (layout)
buf+inv	54	574
mux	161	161
simple gates	68	68
compound gates	94	94
cells in the mapped netlist:
cell type and n:
nor2b_1 2, buf_6 1, and2_1 1, clkbuf_1 27, mux4_2 97, and3b_1 1, nor2_1 1, a22o_1 1
buf_1 1, nor4_1 1, buf_2 15, a22oi_1 62, nand3_1 39, clkbuf_4 1, o211ai_1 31, buf_4 9
mux2i_1 62, nand2_1 23, mux2_2 2
final timing paths:
path / from / endpoint / slack [ns] / cells past startpoint
worst min-delay path: addr[2] / out[20] / 2.83 / 4
worst max-delay path: addr[4] / out[9] / 0.36 / 7
through the flow:
step / cell area, sq um / instances / setup slack, ns / hold WS, ns / utilization (%)
CTS: 10400 / 1436 / 0.389 / 2.86 / 24.6
floorplan: 4120 / 377 / 1.55 / 2.13 / -
detailed placement: 10400 / 1436 / 0.391 / 2.85 / 24.6
global route: 10400 / 1436 / 0.212 / 2.88 / 24.6
global placement: 10400 / 1436 / 0.420 / 2.86 / 24.6
finish: 10400 / 1436 / 0.357 / 2.83 / 24.6
power by group:
part / switching, mW / leakage [nW] / internal [mW]
clock network: 0 / 0 / 0
registers: 0 / 0 / 0
logic: 0.252 / 3.46 / 0.593
total: 0.252 / 3.46 / 0.593
Power figures rest on the tool's default switching activity, not on a simulated workload.
